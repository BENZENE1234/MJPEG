===== run.sh =====
#!/bin/bash
# OpenROAD 26Q1-2900-gdf79404cd8, Yosys 0.63+post, stock flow scripts
make -C /OpenROAD-flow-scripts/flow DESIGN_CONFIG=/design/flow/config.mk WORK_HOME=/design/flow/orfs finish

===== config.mk =====
export PLATFORM = sky130hd
export DESIGN_NAME = paraller_to_serial
export DESIGN_NICKNAME = paraller_to_serial
export VERILOG_FILES = /design/flow/design.v
export SDC_FILE = /design/flow/constraint.sdc
export NUM_CORES = 4
export LEC_CHECK = 1
export CORE_UTILIZATION = 30

===== design.v =====
module paraller_to_serial
(
    input   wire                    sys_clk         ,
    input   wire                    sys_rst_n       ,
    input   wire    signed  [11:0]  DCT_data_o_z0   ,
    input   wire    signed  [11:0]  DCT_data_o_z1   ,
    input   wire    signed  [11:0]  DCT_data_o_z2   ,
    input   wire    signed  [11:0]  DCT_data_o_z3   ,
    input   wire    signed  [11:0]  DCT_data_o_z4   ,
    input   wire    signed  [11:0]  DCT_data_o_z5   ,
    input   wire    signed  [11:0]  DCT_data_o_z6   ,
    input   wire    signed  [11:0]  DCT_data_o_z7   ,
    input   wire                    data_en         ,
    output  reg     signed  [11:0]  DCT_data        ,
    output  reg                     ZigZag_start    
);
reg     [2:0]   cnt     ;
reg     [95:0]  DCT_temp;
reg     start_temp      ;
always@(posedge sys_clk or negedge sys_rst_n)
    if(sys_rst_n==1'b0)
        begin
            start_temp<=1'b0;
            ZigZag_start<=1'b0;
        end
    else if(data_en==1'b1)
            start_temp<=1'b1;
    else if(start_temp==1'b1)
        ZigZag_start<=1'b1;
    else
        begin
            start_temp<=1'b0;
            ZigZag_start<=ZigZag_start;
        end
always@(posedge sys_clk or negedge sys_rst_n)
    if(sys_rst_n==1'b0)
        DCT_temp<=96'd0;
    else if(data_en==1'b1)
        DCT_temp<={DCT_data_o_z0,DCT_data_o_z1,DCT_data_o_z2,DCT_data_o_z3,DCT_data_o_z4,       DCT_data_o_z5,DCT_data_o_z6,DCT_data_o_z7};
    else 
        DCT_temp<=DCT_temp;
always@(posedge sys_clk or negedge sys_rst_n)
    if(sys_rst_n==1'b0)
        cnt<=3'd0;
    else if(data_en==1'b1 || cnt==3'd7)
        cnt<=3'd0;
    else 
        cnt<=cnt+1'b1;
always@(posedge sys_clk or negedge sys_rst_n)
    if(sys_rst_n==1'b0)
        DCT_data<=12'd0;
    else
        case(cnt)
            3'd0:   DCT_data<=DCT_temp[95:84];
            3'd1:   DCT_data<=DCT_temp[83:72];
            3'd2:   DCT_data<=DCT_temp[71:60];
            3'd3:   DCT_data<=DCT_temp[59:48];
            3'd4:   DCT_data<=DCT_temp[47:36];
            3'd5:   DCT_data<=DCT_temp[35:24];
            3'd6:   DCT_data<=DCT_temp[23:12];
            3'd7:   DCT_data<=DCT_temp[11:0 ];
            default:DCT_data<=DCT_data     ;
        endcase
endmodule

===== constraint.sdc =====
current_design paraller_to_serial

set clk_period 2.5
set clk_io_pct 0.2

create_clock -name clk0 -period $clk_period [get_ports {sys_clk}]

set non_clock_inputs [all_inputs -no_clocks]
set_input_delay [expr $clk_period * $clk_io_pct] -clock clk0 $non_clock_inputs
set_output_delay [expr $clk_period * $clk_io_pct] -clock clk0 [all_outputs]

==> design notes <==
Number of synthesis warnings: 1. After synthesis, the largest family of logic cells by area is multiplexers. The chip area line of the yosys report is 4872 um2, and the leakage power summed over all cells is 0.002723 uW. TritonCTS built the clock tree. The worst-skew pair later-pin latency is 0.41 ns. Entering global routing, the biggest net connects 66 pins. The library cells used most frequently in the layout, excluding fill and tap cells, are 113 x dfrtp_1, 109 x clkdlybuf4s50_1, 108 x mux2_2. Leaving out fill and tap cells, the most frequent cell in the layout is dfrtp_1. The share of the synthesized netlist area taken by xor and xnor gates was 0%. The antenna cell count is 0, and the placed wire-length estimate after detailed placement is 8388 um. The report counts max-capacitance violations totalling 0.

CTS built an H-tree with a depth of 4. The via density per instance was 4.687; the post-detailed-route count of antenna-violating nets was 0. The count of unique library cells instantiated by Yosys is 20. The pin closest to its max-slew limit shows a slew of 0.5950 ns. The run gives 336 for the cell count in the Yosys report.

Per the OpenROAD floorplan log, the area of the die is 16750 um2. The final timing summary puts the cycle share of the worst path at 87.90%. After synthesis the cells add up to 4872 um2.

The effective utilization at floorplan was 30.67%. The share of post-route cells with drive strength above 1 came out at 35.12%. The share of the yosys chip area belonging to registers was 58.04%; the initial antenna violation count was 0. Measured against the total synthesized area, the mux share comes to 24.96%. The tools report the sum of internal, switching and leakage power as 5182 uW. The logs give 23.78% for the global-route track usage on met2 and 18350 um for the wire length of the first global-routing pass. STA classifies the critical path endpoint as a register.

Routing resource usage on met1 recorded by global route was 22.46%. Between the synthesized netlist and the finished layout, the area growth was recorded as 39.98%. The highest achievable clock rate is 0.4551 GHz, and the overall fraction of global-route tracks in use is 15.19%.

The run gives 0 as the number of gates resized after CTS. In the post-route report, total wirelength is listed as 11840 um. The type of element launching the critical path is a register. The core region is 15890 um2. Final routed DRC violation total: 0.

Setup repair after global routing left no endpoint under its margin. After layout, the worst setup slack is 0.3025 ns. Looking at the clock tree report, the root buffer type is clkbuf_16. Per the GRT log, the top usage layer is met2. The class of the most critical hold timing path was in2async.

The violation count after the first detailed-routing iteration was 194. The run finished with clean final reports. The report lists the power per cell area as 759.8 nW/um2. RePlAce ended its routability-driven mode at a weighted congestion of 0.8262.

The number of top-level pins came out at 112. The capture point of the worst reg-to-reg path was DCT_data[6]. Detailed placement reports a standard cell area of 6255 um2. The longest clock path from root to sink contains 2 buffers. With the fraction of the mapped netlist area in adder cells at 1.798%, the post-route setup TNS is 0 ns. Endpoints with negative setup slack in the final report add up to 0. The OpenROAD report gives the critical path a required time of 2.82 ns. According to the floorplan log, the row count is 46. After synthesis the netlist holds a flip-flop and latch count of 113. The final max-slew violation count recorded for this run is 0. During placement, the flow inserted port buffers numbering 111. After routing the design area is 6820 um2.

The tools report the number of detailed-route iterations in the first pass as 7. For the finished layout, the period the worst path requires is 2.197 ns. The max-slew check reports its worst relative slack as 60.33%.

The script logs the mean routed wire length per placed instance as 17.34 um. The worst slack at placement came out at 0.3313 ns. The compound-gate portion of the synthesized area was 8.475%.

The worst register-to-register path has a setup slack of 0.30 ns. Per the post-synthesis report, the number of cells in the design is 336. The clock transition time at the flip-flop clock pins of the worst setup and hold paths was 0.06 ns; the worst ir drop on vdd was 539.7 uV.

The tools report the final hold violation count as 0. Across all stage logs, warnings added up to 30. Across all layers, the routed design uses 3201 vias. The total overflow left after global routing is 0. Per the synthesis report, the simple-gate share of the synthesized area is 4.237%. The launch point of the worst register-to-register path is recorded as cnt[0]. The worst register-to-register path has a depth of 5.

The clock buffer count from CTS was 17; the horizontal die size was 129.4 um. The clock tree has to reach 113 sinks. The height of the chip is 129.4 um.

The run gives 3350 as the number of global-route vias before repair. Of all nets on the critical path, the largest fanout is 13. The arrival time at the worst endpoint is 2.52 ns, and the met3 demand-to-capacity share in global routing is 4.079%. The clock skew is 0.009347 ns.

The average cell area after synthesis is 14.50 um2. For reference, the most critical setup path is categorized as reg2reg.
registers in the layout, indices dropped and copies added (netlist names):
name	flops
DCT_data	12
cnt	3
start_temp	1
DCT_temp	96
ZigZag_start	1
worst max-delay path by stage:
stage | startpoint | end | slack [ns]
finish | cnt[0] | DCT_data[6] | 0.30
global route | cnt[0] | DCT_data[6] | 0.23
CTS | cnt[0] | DCT_data[6] | 0.32
routing by layer:
| layer | wire length [um] | vias to the layer above |
|---|---|---|
| met5 | 0 | - |
| met4 | 134 | 0 |
| met3 | 641 | 8 |
| met2 | 5697 | 97 |
| met1 | 5366 | 1612 |
| li1 | - | 1484 |
synthesized netlist by cell type:
master      n  area (um2)
inv_1       4       15.01
nand2_1    24       90.09
a22o_1     12       105.1
buf_6       1       11.26
a222oi_1   12       120.1
nor2b_1     1       6.260
buf_2      10       50.05
dfrtp_1   113        2828
and2_1      1       6.260
mux2_2    108        1216
nor3b_1     1       7.510
a21o_1      1       7.510
clkbuf_1   12       45.04
or2_2       1       6.260
ha_1        7       87.58
or4_4       1       11.26
a41oi_2    10       162.7
nor3_1     14       70.07
or2_4       1       8.760
a41oi_1     2       17.52
layout make-up:
type	instances	area (um2)
inverter	4	15.01
sequential	113	2828
timing repair buffer	122	1229
clock inverter	13	112.6
fill	1442	9065
multi-input combinational	196	1923
tap	216	270.3
clock buffer	19	442.9
worst max-delay path, cell delays in order, from the launching register on:
cell	delay, ns
dfrtp_1	0.41
ha_1	0.25
ha_1	0.21
or4_4	0.64
or2_4	0.38
a41oi_1	0.22
kinds of logic (layout without fill, tap and decap cells):
kind of cell	Yosys count	count (layout)
AND-OR/OR-AND	37	37
adder cells (fa/ha/maj)	7	7
buffers and inverters	27	158
flip-flops	113	113
multiplexers	108	108
AND/OR/NAND/NOR	44	44
timing repair:
action                     in CTS  in global routing
hold endpoints to repair        6                  0
setup endpoints to repair       0                  0
setup buffers                   0                  0
hold buffers                    1                  0
metrics by stage:
| step | std cells | util (%) | hold WS, ns |
|---|---|---|---|
| 6_report | 683 | 42.93 | 0.4456 |
| 5_1_grt | 683 | 42.93 | 0.4422 |
| 4_1_cts | 683 | 42.93 | 0.4321 |
| 3_5_place_dp | 650 | 39.37 | 0.3276 |
| 3_3_place_gp | 650 | 39.37 | 0.3278 |
| 2_1_floorplan | 336 | - | 0.2044 |
report_power, final:
group | internal, uW | total (uW) | switching [uW] | leakage (uW)
Combinational | 492 | 787 | 296 | 0.00113
Clock | 1390 | 2230 | 846 | 0.000269
Sequential | 2040 | 2160 | 119 | 0.00132
Total | 3920 | 5180 | 1260 | 0.00272
Power is estimated from default activity; no workload was simulated.
