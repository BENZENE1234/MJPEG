File: flow/run.sh
#!/bin/bash
# OpenROAD 26Q1-2900-gdf79404cd8, Yosys 0.63+post, stock flow scripts
make -C /OpenROAD-flow-scripts/flow DESIGN_CONFIG=/design/flow/config.mk WORK_HOME=/design/flow/orfs finish
File: flow/config.mk
export PLATFORM = sky130hd
export DESIGN_NAME = serial_to_paraller
export DESIGN_NICKNAME = serial_to_paraller
export VERILOG_FILES = /design/flow/design.v
export SDC_FILE = /design/flow/constraint.sdc
export NUM_CORES = 4
export LEC_CHECK = 1
export CORE_UTILIZATION = 50
File: flow/constraint.sdc
current_design serial_to_paraller

set clk_period 2.1
set clk_io_pct 0.2

create_clock -name clk0 -period $clk_period [get_ports {sys_clk}]

set non_clock_inputs [all_inputs -no_clocks]
set_input_delay [expr $clk_period * $clk_io_pct] -clock clk0 $non_clock_inputs
set_output_delay [expr $clk_period * $clk_io_pct] -clock clk0 [all_outputs]
File: flow/design.v
module serial_to_paraller
(
    input   wire                    sys_clk         ,
    input   wire                    sys_rst_n       ,
    input   wire    signed  [7:0]   img_out         ,
    input   wire                    rd_end          ,
    output  reg                     change_end      ,
    output  reg             [95:0]  Dct_data_in
);
reg     [2:0]   cnt     ;
reg     [7:0]   img_reg ;
always@(posedge sys_clk or negedge sys_rst_n)
    if(sys_rst_n==1'b0)
        img_reg<=8'd0;
    else
        img_reg<=img_out;
always@(posedge sys_clk or negedge sys_rst_n)
    if(sys_rst_n==1'b0)
        cnt<=3'd0;
    else if(rd_end==1'b1 || cnt==3'd7)
        cnt<=3'd0;
    else
        cnt<=cnt+1'b1;
always@(posedge sys_clk or negedge sys_rst_n)
    if(sys_rst_n==1'b0)
        change_end<=1'b0;
    else if(rd_end==1'b0)
        change_end<=1'b0;
    else if(cnt==3'd7)
        change_end<=1'b1;
    else
        change_end<=change_end;
always@(posedge sys_clk or negedge sys_rst_n)
    if(sys_rst_n==1'b0)
        Dct_data_in<=95'd0;
    else
        case(cnt)
            3'd0:   Dct_data_in[11:0 ]<={{4{img_reg[7]}},img_reg};
            3'd1:   Dct_data_in[23:12]<={{4{img_reg[7]}},img_reg};
            3'd2:   Dct_data_in[35:24]<={{4{img_reg[7]}},img_reg};
            3'd3:   Dct_data_in[47:36]<={{4{img_reg[7]}},img_reg};
            3'd4:   Dct_data_in[59:48]<={{4{img_reg[7]}},img_reg};
            3'd5:   Dct_data_in[71:60]<={{4{img_reg[7]}},img_reg};
            3'd6:   Dct_data_in[83:72]<={{4{img_reg[7]}},img_reg};
            3'd7:   Dct_data_in[95:84]<={{4{img_reg[7]}},img_reg};
            default:Dct_data_in<=Dct_data_in;
        endcase
endmodule
==> Slide: Implementation Results <==
Physical Implementation Snapshot

Routing
  • Detailed-route via count: 1716
  • DR iter-0 viols: 44
  • Post-route ant nets: 0
  • # DRC: 0
  • Total Wirelength: 5920 um
  • Drt pass-1 iters: 4
  • Via density: 4.81
  • Inserted Diodes: 0
  • Routed length per instance: 16.6 um

Timing
  • Worst-Margin Slew: 0.553 ns
  • Period minus WS final: 1.67 ns
  • Setup TNS: 0 ns
  • Clk_skew: 0.00536 ns
  • Peak Freq: 0.600 GHz
  • # setup viols final: 0
  • Max-slew headroom: 63.1%
  • RSZ-0062 raised after global routing: false
  • Hold Worst Slack: 0.0696 ns
  • Period utilization: 79.4%
  • Final Hold Fails: 0
  • Final worst setup slack: 0.433 ns
  • Slew Viols, Final: 0

CTS
  • CTS Sinks: 76
  • Hold_buf cts: 0
  • Htree depth: 3
  • Quantity of gates resized following cts: 0
  • Post-CTS Repair Setup Buffers: 0
  • Skew-Pair Late Insertion Delay: 0.33 ns
  • Root Driver: clkbuf_8
  • Clk buf depth: 2
  • Clk slew on worst S/H paths: 0.07 ns
  • Num CTS Buffers: 9
  • CTS tree: yes

GRT
  • Vias in the first global route: 1720
  • Largest net degree at the start of global routing: 45
  • Met2 Usage GRT: 27.4%
  • Grt met1 use: 33.7%
  • Antenna violations before repair: 0
  • GRT Residual Overflow: 0
  • GR peak layer: met1
  • GRT Total Usage: 19.7%
  • First-pass GRT wire length: 9180 um
  • Met3 usage: 4.85%

Floorplanning
  • FP Util: 52.8%
  • Top Ports: 108
  • Chip area: 6680 um2
  • Die W: 81.7 um
  • # rows: 28
  • DIE HEIGHT: 81.7 um
  • Core area: 6030 um2

Critical path
  • Slowest-stage cell, CP: clkdlybuf4s50_1
  • CP Max Fanout: 6
  • Arr. time, crit path: 1.25 ns
  • Kind of critical path: reg -> out
  • Crit path max-delay family: buffers and inverters
  • Worst Path Required: 1.68 ns
  • Total buffers and inverters traversed by the critical path: 1
  • CP Capture Type: primary output
  • Crit path largest cell delay: 0.50 ns
  • Instance count on the critical path: 1
  • Cells on worst reg2reg path: 3
  • Cell-by-cell trace of the critical path: clkdlybuf4s50_1
  • Worst setup SP type: flip-flop

Synthesis
  • Main synth FF type: dfrtp_1
  • YS warnings: 1
  • Post-synthesis async set-or-reset flop share: 100%
  • AND-OR/OR-AND Cells, Area Fraction: 0.236%
  • Syn avg cell area: 16.1 um2
  • Largest type area fraction: 59.8%
  • Flops after synth: 76
  • Synth area leader: dfrtp_1
  • Post-synth seq share: 59.8%
  • Yosys xor share: 0%
  • Synthesized netlist cell count: 197
  • Yosys cell types: 13
  • Most frequent cells after synthesis: dfrtp_1, mux2_2, buf_4
  • Number of flops mapped to enable cells by yosys: 0
  • Largest cells by area: dfrtp_1, mux2_2, mux2_4, buf_4, ha_1
  • Cell Area, Synth: 3180 um2
  • FA/HA/MAJ Cells, Area Fraction: 2.36%
  • # Cells Yosys: 197
  • MUX area fraction: 25.5%
  • Yosys synthesis chip area: 3180 um2
  • Most frequent cell after synthesis: dfrtp_1
  • And+or+nand+nor area frac: 2.44%
  • Top logic family: multiplexers

Power and ir drop
  • Pwr/cell area: 1130 nW/um2
  • Maximum VDD drop: 0.000641 V
  • Leakage power: 1.92 nW

Placement
  • Placed insts: 342
  • Pre-CTS WS: 0.531 ns
  • IO buf count: 107
  • Gpl congestion: 0.756
  • DP HPWL: 3990 um

Cells and area
  • Core Util, Final: 70.5%
  • Fill count: 434
  • Final Non-Filler Cells: 357
  • Layout cells sized above 1: 29.8%
  • Layout area overhead: 33.7%
  • MI comb area: 971 um2
  • Seq. cell area: 1900 um2
  • Max reg flops: 64

Hold path
  • Hold Path Class: in -> async

Flow run
  • Max Cap Viol: 0
  • Tool Warnings: 30

Run status
  • Outcome: complete, no violations
==> per-layer routing <==
layer  up-vias  wire [um]  part of all wire [%]
li1        798          -                     -
met1       842       2840                    48
met2        69       2570                    43
met3         7        428                   7.2
met4         0         72                   1.2
met5         -          0                     0
==> kinds of logic (layout without fill, tap and decap cells) <==
logic type               count (synthesis)  after routing
flip-flops                              76             76
multiplexers                            64             64
buffers and inverters                   41            126
AND/OR/NAND/NOR                          9              9
adder cells (fa/ha/maj)                  6              6
AND-OR/OR-AND                            1              1
==> area by class of cell <==
class / count / area share, %
flip-flops and latches: 76 / 44.7
repair buffers: 108 / 25.6
multi-input cells: 80 / 22.8
clock buffers: 13 / 3.50
well taps: 75 / 2.21
clock inverters: 2 / 0.824
inverters: 3 / 0.265
==> path summary, 6_finish.rpt <==
kind,start,end,slack [ns]
max,Dct_data_in[67]$_DFFE_PN0N_,Dct_data_in[70],0.43
max in group asynchronous,sys_rst_n,Dct_data_in[54]$_DFFE_PN0N_,1.45
min reg2reg,Dct_data_in[73]$_DFFE_PN0N_,Dct_data_in[73]$_DFFE_PN0N_,0.51
min in group clk0,Dct_data_in[73]$_DFFE_PN0N_,Dct_data_in[73]$_DFFE_PN0N_,0.51
max reg2reg,cnt[0]$_DFF_PN0_,Dct_data_in[84]$_DFFE_PN0P_,0.52
min,sys_rst_n,Dct_data_in[3]$_DFFE_PN0N_,0.07
==> report_power, final <==
| part | switching, mW | total [mW] | internal (mW) | leakage [nW] |
|---|---|---|---|---|
| clock | 0.475 | 1.05 | 0.575 | 0.0935 |
| combinational | 0.239 | 1.61 | 1.37 | 0.894 |
| sequential | 0.279 | 2.16 | 1.88 | 0.935 |
| total | 0.993 | 4.81 | 3.82 | 1.92 |
==> cell usage in the layout (no fill, tap or decap), drive strengths merged <==
master / netlist / routed
clkbuf: 0 / 13
dfrtp: 76 / 76
o21a: 1 / 1
ha: 6 / 6
buf: 38 / 2
inv: 3 / 3
clkdlybuf4s50: 0 / 106
nor3: 2 / 2
nor3b: 1 / 1
bufinv: 0 / 1
nand2b: 3 / 3
mux2: 64 / 64
nand2: 3 / 3
clkinv: 0 / 1
==> through the flow <==
step	total power [mW]	instance area (um2)
6_report	4.81	4250
5_1_grt	5.13	4250
4_1_cts	4.88	4250
3_5_place_dp	3.82	4070
3_3_place_gp	3.79	4070
2_1_floorplan	2.77	3180
No activity file was given, so power comes from the tool's default toggle rates.
