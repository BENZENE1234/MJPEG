$ cat ./design.v
module rgb565_to_ycbcr422
(
    input   wire                    sys_clk         ,
    input   wire                    sys_rst_n       ,
    input   wire    [15:0]          rgb_data        ,
    output  reg     signed  [7:0]   img_out         ,
    output  reg     [1:0]           state           ,
    output  reg                     start_en        
);
reg             start_1             ;
reg             start               ;
reg     [1:0]   cnt_state           ;
wire    [7:0]   R0_8b               ;
wire    [7:0]   G0_8b               ;
wire    [7:0]   B0_8b               ;
reg     signed  [15:0]  RGB_mul[8:0]        ;
reg     signed  [15:0]  YCrCb_16b[2:0]      ;
reg     signed  [15:0]  Cb_delay            ;
assign R0_8b = {rgb_data[15:11],rgb_data[13:11]};  
assign G0_8b = {rgb_data[10: 5],rgb_data[ 6: 5]};  
assign B0_8b = {rgb_data[ 4: 0],rgb_data[ 2: 0]};  
always@(posedge sys_clk or negedge sys_rst_n)
    if(sys_rst_n==1'b0)
        begin
            RGB_mul[0]<=16'd0;
            RGB_mul[1]<=16'd0;
            RGB_mul[2]<=16'd0;
            RGB_mul[3]<=16'd0;
            RGB_mul[4]<=16'd0;
            RGB_mul[5]<=16'd0;
            RGB_mul[6]<=16'd0;
            RGB_mul[7]<=16'd0;
            RGB_mul[8]<=16'd0;
        end
    else
        begin
            RGB_mul[0]<=16'd77 * R0_8b;
            RGB_mul[1]<=16'd150* G0_8b;
            RGB_mul[2]<=16'd29 * B0_8b;
            RGB_mul[3]<=16'd43 * R0_8b;
            RGB_mul[4]<=16'd85 * G0_8b;
            RGB_mul[5]<=16'd128* B0_8b;
            RGB_mul[6]<=16'd128* R0_8b;
            RGB_mul[7]<=16'd107* G0_8b;
            RGB_mul[8]<=16'd21 * B0_8b;
        end
always@(posedge sys_clk or negedge sys_rst_n)
    if(sys_rst_n==1'b0)
        begin
            YCrCb_16b[0]<=16'd0;
            YCrCb_16b[1]<=16'd0;
            YCrCb_16b[2]<=16'd0;
        end
    else
        begin
            YCrCb_16b[0]<=RGB_mul[0]+RGB_mul[1]+RGB_mul[2]-16'd32768; 
            YCrCb_16b[1]<=RGB_mul[5]-RGB_mul[3]-RGB_mul[4]; 
            YCrCb_16b[2]<=RGB_mul[6]-RGB_mul[7]-RGB_mul[8]; 
        end
always@(posedge sys_clk or negedge sys_rst_n)
    if(sys_rst_n==1'b0)
        Cb_delay<=16'd0;
    else
        Cb_delay<=YCrCb_16b[2];
always@(posedge sys_clk or negedge sys_rst_n)
    if(sys_rst_n==1'b0)
        img_out<=8'd0;
    else if(cnt_state==2'd0 && start_1==1'b1)
        img_out<=YCrCb_16b[0][15:8];
    else if(cnt_state==2'd1 && start_1==1'b1)
        img_out<=YCrCb_16b[1][15:8];
    else if(cnt_state==2'd2 && start_1==1'b1)
        img_out<=Cb_delay[15:8];
    else if(cnt_state==2'd3 && start_1==1'b1)
        img_out<=YCrCb_16b[0][15:8];
    else
        img_out<=img_out;
always@(posedge sys_clk or negedge sys_rst_n)
    if(sys_rst_n==1'b0)
        begin
            start<=1'b0;
            start_1<=1'b0;
            start_en<=1'b0;
        end
    else
        begin
            start<=1'b1;
            start_1<=start;
            start_en<=start_1;
        end
always@(posedge sys_clk or negedge sys_rst_n)
    if(sys_rst_n==1'b0)
        cnt_state<=2'd0;
    else if(cnt_state==2'd3)
        cnt_state<=2'd0;
    else if(start_1==1'b1)
        cnt_state<=cnt_state+1'b1;
    else
        cnt_state<=cnt_state;
always@(posedge sys_clk or negedge sys_rst_n)
    if(sys_rst_n==1'b0)
        state<=2'd0;
    else
        state<=cnt_state;
endmodule
$ cat ./run.sh
#!/bin/bash
# OpenROAD 26Q1-2900-gdf79404cd8, Yosys 0.63+post, stock flow scripts
make -C /OpenROAD-flow-scripts/flow DESIGN_CONFIG=/design/flow/config.mk WORK_HOME=/design/flow/orfs finish
$ cat ./constraint.sdc
current_design rgb565_to_ycbcr422

set clk_period 4.7
set clk_io_pct 0.2

create_clock -name clk0 -period $clk_period [get_ports {sys_clk}]

set non_clock_inputs [all_inputs -no_clocks]
set_input_delay [expr $clk_period * $clk_io_pct] -clock clk0 $non_clock_inputs
set_output_delay [expr $clk_period * $clk_io_pct] -clock clk0 [all_outputs]
$ cat ./config.mk
export PLATFORM = sky130hd
export DESIGN_NAME = rgb565_to_ycbcr422
export DESIGN_NICKNAME = rgb565_to_ycbcr422
export VERILOG_FILES = /design/flow/design.v
export SDC_FILE = /design/flow/constraint.sdc
export NUM_CORES = 4
export LEC_CHECK = 1
export CORE_UTILIZATION = 50
==> flow_summary.toml <==
# synthesis and place-and-route metrics
[power_and_ir_drop]
clockPowerShare = 0.157
ir_worst_vdd_v = 0.000372
comb_power_share = 0.595
p_sw_mw = 3.39
seq_power_share = 0.248
leakagePower_nw = 6.75
power_density_mw_per_mm2 = 617
internal-power_mw = 4.67
p_sw_frac = 0.421

[floorplanning]
die_area_sq_mm = 0.0238
rows = 55
die_h_um = 154
coreArea_sq_mm = 0.0227
fp_util = 0.510
die_x_um = 154
io_pins = 29

[drt]
post_drt_via_cell_ratio = 5.09
vias = 7492
dr.pass1.iters = 4
routedWlPerCell_um = 15.2
drt-initial-drc-count = 242
drc = 0
diodes = 0
antenna_left = 0
routed_wl_mm = 22.4

[finish]
final_common_cell = "ha_1"
n_fill_cell = 1935
design_area_sq_mm = 0.0131
syn_to_final_growth_pct = 12.6
drive_gt1_frac = 0.0724
lay_top_cells = "ha_1, inv_1, dfrtp_1"

[place]
place_area_sq_mm = 0.0125
place_hpwl_mm = 18.9
gp_congestion = 0.901
io_buffer_count = 28

[clocking]
holdBufCountCts = 0
clockRootBuffer = "clkbuf_16"
numCtsBuffers = 17
cts_resized = 0
cts_tree = "built"
path_clk_slew_ns = 0.06
cts.htree.levels = 4
clk-insertion-delay-late_ns = 0.42
cts.sinks = 141
clk_path_buf_depth = 2
post_cts_buffers = 0

[logic_synthesis]
ys.flop_type = "dfrtp_1"
syn_inst = 1096
ys_ff = 141
syn_avg_cell_area_sq_um = 10.6
edf_count = 0
seq_area_frac_synth = 0.304
synth_async_sr_flop_share = 1.00
ys_warn_count = 3
ys_area_sq_mm = 0.0116
yosys_cells = 1096
synth_area_sq_mm = 0.0116
yosys.cell_types.count = 62

[worst_setup_path]
setup.worst_path.start = "rgb_data[7]"
reg2reg_depth = 8
critPathLaunchType = "input pin"
critPathMaxStageDelay_ns = 0.51
cp_top_family = "adder cells"
required_ns = 4.99
crit-reg2reg-launch = "RGB_mul[0][1]"
worst_setup_path_end_kind = "register"
cp.depth = 13
critPathBufInv = 3
rrSetupSlack_ns = 1.93
cp_data_arrival_time_ns = 4.55
crit_path_max_fanout = 5
critPathCapture = "RGB_mul[7][14]"
cpMaxStageDelayCell = "fa_1"
crit_type = "in -> reg"
crit_top_cell = "ha_1"
worstPathCellList = "clkdlybuf4s50_1, ha_1, ha_1, fa_1, inv_1, fa_1, inv_1, ha_1, a21o_1, a21o_1, a2111oi_2, nor3_1, nand3b_1"
r2r_end = "YCrCb_16b[0][15]"

[job]
warnings = 46
drv_cap = 0

[status]
status = "finished clean"

[timing]
max_slew_margin = 0.545
period_used_share = 0.906
hold_violations = 0
setup_tns_ns = 0
finalMaxSlewViolations = 0
skew_ns = 0.0121
rsz0062_at_grt = "false"
finalCriticalPeriod_ns = 4.26
fmax_mhz = 235
finalSetupViolCount = 0
hold-worst-slack_ns = 0.342
worstMarginPinSlew_ns = 0.682

[grt]
track_usage = 0.213
antenna_found_initial = 0
overflow = 0
grt_pass1_vias = 7479
grt_max_degree = 68
grt_pass1_wl_mm = 37.6

[min_path]
hold_class = "reg -> reg"
## synthesized netlist by cell type, types with 15 or more instances
cell,instances,area share
ha_1,247,0.27
inv_1,171,0.055
dfrtp_1,141,0.30
nor2_1,70,0.023
fa_1,68,0.12
a21oi_1,58,0.025
xnor2_1,57,0.043
nand2_1,33,0.011
xor2_1,27,0.020
a21o_1,25,0.016
nor3_1,25,0.011
o21ai_0,24,0.010
o31ai_1,16,0.010
nand3_1,15,0.0065
## power groups by stage
stage	logic [mW]	clock network [mW]	registers, mW
4_1_cts	4.84	1.29	2.01
5_1_grt	5.47	1.34	2.06
6_report	4.80	1.26	2.00
## how the worst min path moves through the flow
stage     cells past startpoint  slack [ns]      endpoint             start
6_report                      0        0.34  Cb_delay[12]  YCrCb_16b[2][12]
4_1_cts                       0        0.35  Cb_delay[14]  YCrCb_16b[2][14]
5_1_grt                       0        0.36   Cb_delay[9]   YCrCb_16b[2][9]
## state kept, by name, summed over array words and instances (netlist names)
name       count
Cb_delay       8
RGB_mul       94
YCrCb_16b     24
cnt_state      2
img_out        8
start          1
start_1        1
start_en       1
state          2
## per-layer routing
layer	part of all wire	global-route usage	up-vias	routed length (um)
met5	0	0	-	0
met4	0.0073	0.0207	0	163
met3	0.034	0.0365	4	769
met2	0.47	0.342	91	10600
met1	0.49	0.329	3497	10900
li1	-	-	3900	-
## final cells by class
class	instances	area [sq um]	area share
inverter	171	642	0.0492
clock inverter	12	114	0.00872
tap	285	357	0.0273
sequential	141	3530	0.270
multi-input combinational	777	7390	0.566
clock buffer	20	447	0.0342
timing repair buffer	67	574	0.0440
## cell families (layout without fill, tap and decap cells)
kind of cell	after synthesis	in the layout	synth area share
other	1	1	0.000324
AND/OR/NAND/NOR	185	185	0.0752
adder cells (fa/ha/maj)	315	315	0.384
buffers and inverters	178	270	0.0578
XOR/XNOR	84	84	0.0635
flip-flops	141	141	0.304
AND-OR/OR-AND	192	192	0.115
## per-stage QoR
step / std cells / util / worst slack (ns) / total power [mW]
after CTS: 1473 / 0.575 / 0.446 / 8.14
after global routing: 1473 / 0.575 / 0.266 / 8.88
final: 1473 / 0.575 / 0.443 / 8.06
after global placement: 1441 / 0.550 / 0.0410 / 6.78
after floorplan: 1096 / - / 0.733 / 5.62
after detailed placement: 1441 / 0.550 / 0.0134 / 6.81
Power figures rest on the tool's default switching activity, not on a simulated workload.
